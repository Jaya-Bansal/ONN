### flow/run.sh
#!/bin/bash
# OpenROAD 26Q1-2900-gdf79404cd8, Yosys 0.63+post, stock flow scripts
make -C /OpenROAD-flow-scripts/flow DESIGN_CONFIG=/design/flow/config.mk WORK_HOME=/design/flow/orfs finish
### flow/config.mk
export PLATFORM = sky130hd
export DESIGN_NAME = neuron
export DESIGN_NICKNAME = neuron
export VERILOG_FILES = /design/flow/design.v
export SDC_FILE = /design/flow/constraint.sdc
export NUM_CORES = 4
export LEC_CHECK = 1
export CORE_UTILIZATION = 30
### flow/constraint.sdc
current_design neuron

set clk_period 3.8
set clk_io_pct 0.2

create_clock -name clk0 -period $clk_period [get_ports {clk}]
create_clock -name clk1 -period $clk_period [get_ports {slow_clk}]

set non_clock_inputs [all_inputs -no_clocks]
set_input_delay [expr $clk_period * $clk_io_pct] -clock clk0 $non_clock_inputs
set_output_delay [expr $clk_period * $clk_io_pct] -clock clk0 [all_outputs]
### flow/design.v
`timescale 1ns / 1ps
module phase_calculator(
  input clk,        
  input reset,       
  input n_in,         
  input n_out,        
  output reg [15:0] phi_diff 
);
  reg n_in_prev;            
  reg n_out_prev;           
  reg [15:0] n_in_time;     
  reg [15:0] n_out_time;   
  wire rising_edge_n_in;    
  wire rising_edge_n_out;   
  assign rising_edge_n_in = (n_in & ~n_in_prev);
  assign rising_edge_n_out = (n_out & ~n_out_prev);
  always @(*) begin
   if(rising_edge_n_in) n_in_time <=  $time;  
   if(rising_edge_n_out) n_out_time <= $time;
   end  
  always @(posedge clk or posedge reset) begin 
  if(reset) phi_diff<=16'b0;
  else begin
   n_in_prev <= n_in;
   n_out_prev <= n_out;
   end
   end
 always @(*) begin
  if(n_in_time > n_out_time) phi_diff <= n_in_time - n_out_time;
  else phi_diff <= n_out_time - n_in_time;
  end
endmodule
`timescale 1ns / 1ps
module PhaseControlledOscillator (
  input clk,           
  input slowclock,     
  input [15:0] phi_out,
  output wire nout      );
  reg [15:0] shift_register = 16'b1111111100000000;  
  reg [3:0] control_register;  
  wire multiplexer_output; 
  always @(posedge slowclock) begin
    shift_register <= {shift_register[14:0], shift_register[15]};  
  end
  always @(*) begin
    control_register = phi_out[3:0];
  end
  assign multiplexer_output = (control_register == 4'b0000) ? shift_register[0] :
                               (control_register == 4'b0001) ? shift_register[1] :
                               (control_register == 4'b0010) ? shift_register[2] :
                               (control_register == 4'b0011) ? shift_register[3] :
                               (control_register == 4'b0100) ? shift_register[4] :
                               (control_register == 4'b0101) ? shift_register[5] :
                               (control_register == 4'b0110) ? shift_register[6] :
                               (control_register == 4'b0111) ? shift_register[7] :
                               (control_register == 4'b1000) ? shift_register[8] :
                               (control_register == 4'b1001) ? shift_register[9] :
                               (control_register == 4'b1010) ? shift_register[10] :
                               (control_register == 4'b1011) ? shift_register[11] :
                               (control_register == 4'b1100) ? shift_register[12] :
                               (control_register == 4'b1101) ? shift_register[13] :
                               (control_register == 4'b1110) ? shift_register[14] :
                               (control_register == 4'b1111) ? shift_register[15]:
                               shift_register[0];                                
  assign nout = multiplexer_output;
endmodule
`timescale 1ns / 1ps
    module neuron (
    input clk,           
    input slow_clk,      
    input reset,           
    input ser_state_in,  
    output reg ser_state_out, 
    input nin,           
    input [15:0] phi_in,
    output wire nout,      
    output reg [15:0] phi_out
);
wire [15:0] phi_diff;      
reg nout_prev;
PhaseControlledOscillator oscillator(clk, slow_clk, phi_in, nout);
phase_calculator phase(clk, reset, nin, nout, phi_diff);
always @(posedge clk or posedge reset) begin
    if (reset) begin
        phi_out <= 16'd0;
    end else if (ser_state_in) begin
        ser_state_out <= ser_state_in;
        phi_out <= phi_in - phi_diff;
    end
end
endmodule
==> impl_results.rst <==
Run summary
-----------

.. list-table::
   :header-rows: 1

   * - Metric
     - Value
   * - Pin count of the biggest net entering global routing
     - 17
   * - Vias post-DR
     - ~830
   * - CTS tree
     - built
   * - Slew at the pin with the worst max-slew slack
     - roughly 0.71 ns
   * - CTS Sinks
     - 32
   * - Count of final hold-check violations
     - 0
   * - Gpl congestion
     - slightly below 0.9
   * - Family with the most delay on the worst path
     - buffers and inverters
   * - Cell breakdown of the critical path
     - clkdlybuf4s50_1, nand2b_1, o22ai_1, a221o_1, a211oi_2, o21ai_1, clkdlybuf4s50_1
   * - Leakage component of the power
     - 0.682 nW
   * - Mean Syn Cell Area
     - approximately 13 um2
   * - Initial DRC count
     - 25
   * - Post-route setup TNS
     - 0 ns
   * - Most frequent cell on the critical path
     - sky130_fd_sc_hd__clkdlybuf4s50_1
   * - Arrival time of the worst setup path
     - ~2.8 ns
   * - DR WL/cell
     - around 13 um
   * - Total of buffers placed on input and output ports
     - 35
   * - Number of storage elements in the synthesis netlist
     - 32
   * - Vias in the first global route
     - 801
   * - Fraction of the yosys area taken by sequential cells
     - approximately three fifths
   * - Distinct cell type count of the synthesized netlist
     - 31
   * - Setup Fix Bufs, Post-CTS
     - 0
   * - Sum of buffers and inverters on the critical path
     - 2
   * - Syn-to-layout area delta
     - 41.1%
   * - Effective utilization at floorplan
     - between 30 and 40%
   * - Final HPWL DP
     - about 1600 um
   * - Max Fanout on Critical Path
     - 12
   * - Final Instance Area
     - ~0.0017 mm2
   * - Worst min-delay path category
     - reg2reg
   * - Number of antenna repair diodes
     - 0
   * - Relative slew slack
     - between 50% and 60%
   * - Chip height
     - 65.5 um
   * - Type of the worst setup path
     - in2out
   * - Data required, critical path
     - around 3 ns
   * - Commonest non-fill, non-tap cells in the layout
     - sky130_fd_sc_hd__clkdlybuf4s50_1 (35), sky130_fd_sc_hd__mux2_2 (16), sky130_fd_sc_hd__dfxtp_1 (16), sky130_fd_sc_hd__dfrtp_1 (16), sky130_fd_sc_hd__clkbuf_8 (8)
   * - Die Outline Area
     - roughly 0.0043 mm2
   * - Max-capacitance violation count
     - 0
   * - Area of the mapped netlist
     - 0.00121 mm2
   * - Final setup violation count
     - 0
   * - Power Dens Cells
     - roughly 440 mW/mm2
   * - Final Routed Wirelength
     - approximately 2300 um
   * - Cell resize tally after clock tree synthesis
     - 0
   * - Hold buffer count at cts
     - 0
   * - First-pass GRT wire length
     - roughly 3700 um
   * - Fill cell count
     - 332
   * - Synthesized netlist cell count
     - 95
   * - Critical path launch point type
     - input port
   * - Tally of OpenROAD warnings
     - 27
   * - Count of antenna-violating nets left after detailed routing
     - 0
   * - Core area
     - 0.00377 mm2
   * - Placed standard-cell area
     - about 0.0016 mm2
   * - Yosys warnings
     - 37
   * - Horizontal die dimension
     - 65.5 um
   * - Worst Setup End Kind
     - output pin
   * - First drt pass iteration count
     - 4
   * - Total cells reported by yosys after synthesis
     - 95
   * - Row count
     - 22
   * - Vias per Instance
     - between 4 and 5
   * - # IOs
     - 39
   * - Worst voltage drop across the vdd grid
     - ~0.00029 V
   * - Outcome
     - finished clean
   * - Total DRC errors in the routed layout
     - 0
   * - Summed standard-cell area reported by yosys
     - roughly 0.0012 mm2
   * - Post-layout power
     - about 0.76 mW
   * - Final Slew Violations
     - 0
   * - Clock Pin Slew Worst Setup and Hold Paths
     - 0.06 ns
   * - Unrepaired setup endpoints after global routing
     - no
   * - Antenna violations before repair
     - 0
   * - Top logic cell by instance count in the layout
     - sky130_fd_sc_hd__clkdlybuf4s50_1
   * - Fraction of layout instances using a drive strength above 1
     - approximately 22%
   * - Leftover overflow at the end of global routing
     - 0
   * - Maximum clock skew at final layout
     - about 0.0013 ns
   * - Longest individual stage delay on the worst path
     - 0.76 ns
   * - Global-route usage over all layers
     - 11.9%
   * - Critical path's slowest cell
     - sky130_fd_sc_hd__clkdlybuf4s50_1
==> where the power goes <==
group          leakage (nW)  switching (mW)  internal [mW]
logic                 0.308          0.0289         0.0701
clock network        0.0575           0.109          0.184
registers             0.316         0.00843          0.355
==> through the flow <==
| step | setup WS [ns] | hold WS (ns) | utilization, % | instances |
|---|---|---|---|---|
| after floorplan | 1.45 | 0.324 | - | 95 |
| after global placement | 0.266 | 0.331 | 42.3 | 173 |
| after detailed placement | 0.258 | 0.336 | 42.3 | 173 |
| after CTS | 0.267 | 0.351 | 45.3 | 181 |
| after global routing | 0.160 | 0.359 | 45.3 | 181 |
| final | 0.261 | 0.350 | 45.3 | 181 |
==> Yosys cell counts <==
master                     number  share of area (%)
sky130_fd_sc_hd__and2b_1        1               0.62
sky130_fd_sc_hd__nand3_1        1               0.41
sky130_fd_sc_hd__o22ai_1        2                1.0
sky130_fd_sc_hd__a221o_1        1               0.83
sky130_fd_sc_hd__or3b_1         1               0.72
sky130_fd_sc_hd__clkbuf_1       1               0.31
sky130_fd_sc_hd__nor3b_1        1               0.62
sky130_fd_sc_hd__buf_2          4                1.7
sky130_fd_sc_hd__o31ai_1        1               0.62
sky130_fd_sc_hd__a22oi_1        1               0.62
sky130_fd_sc_hd__nand2_1        1               0.31
sky130_fd_sc_hd__inv_1          3               0.93
sky130_fd_sc_hd__a211oi_2       1                1.0
sky130_fd_sc_hd__a211oi_1       1               0.62
sky130_fd_sc_hd__conb_1         1               0.31
sky130_fd_sc_hd__buf_4          2                1.2
sky130_fd_sc_hd__o211ai_1       1               0.62
sky130_fd_sc_hd__nor3_1         1               0.41
sky130_fd_sc_hd__o32a_1         1               0.83
sky130_fd_sc_hd__o21ai_1        2               0.83
sky130_fd_sc_hd__mux2_2        16                 15
sky130_fd_sc_hd__a21oi_1        3                1.2
sky130_fd_sc_hd__nor2_1         5                1.6
sky130_fd_sc_hd__mux4_2         1                1.9
sky130_fd_sc_hd__mux2i_1        3                2.5
sky130_fd_sc_hd__dfxtp_1       16                 26
sky130_fd_sc_hd__nor2_2         1               0.52
sky130_fd_sc_hd__nor2b_1        1               0.52
sky130_fd_sc_hd__o311ai_1       1               0.72
sky130_fd_sc_hd__nand2b_1       4                2.1
sky130_fd_sc_hd__dfrtp_1       16                 33
==> kinds of logic (layout without fill, tap and decap cells) <==
group	Yosys count	in the layout	synth area share, %
buffers and inverters	10	48	4.14
multiplexers	20	20	19.2
flip-flops	32	32	59.6
AND/OR/NAND/NOR	17	17	7.76
AND-OR/OR-AND	15	15	9.00
other	1	1	0.310
==> registers in the layout, indices dropped and copies added, names as in the netlist <==
name	cells
phi_out	16
oscillator.shift_register	16
==> layer usage <==
layer	vias to the layer above	wire length (um)	part of all wire, %	global-route usage, %
met5	-	0	0	0
met4	0	12	0.53	1.09
met3	2	140	6.2	4.75
met2	22	1060	46	17.5
met1	398	1060	47	17.8
li1	410	-	-	-
==> path summary, 6_finish.rpt <==
| path | from | to | slack (ns) | cells after the start |
|---|---|---|---|---|
| max | phi_in[2] | nout | 0.26 | 7 |
| min reg2reg | oscillator.shift_register[11]$_DFF_P_ | oscillator.shift_register[12]$_DFF_P_ | 0.35 | 0 |
| max in group clk1 | oscillator.shift_register[0]$_DFF_P_ | oscillator.shift_register[1]$_DFF_P_ | 3.34 | 0 |
| min | oscillator.shift_register[11]$_DFF_P_ | oscillator.shift_register[12]$_DFF_P_ | 0.35 | 0 |
| max reg2reg | phi_out[7]$_DFFE_PP0P_ | phi_out[7]$_DFFE_PP0P_ | 3.04 | 1 |
| min in group clk0 | phi_out[12]$_DFFE_PP0P_ | phi_out[12]$_DFFE_PP0P_ | 0.50 | 1 |
| min in group asynchronous | reset | phi_out[6]$_DFFE_PP0P_ | 0.88 | 2 |
| max in group asynchronous | reset | phi_out[7]$_DFFE_PP0P_ | 2.54 | 2 |
==> final cells by class <==
cell class | instances | area [um2] | share of cell area, %
Tap cell | 48 | 60.1 | 3.52
Timing Repair Buffer | 37 | 365 | 21.4
Sequential cell | 32 | 721 | 42.2
Multi-Input combinational cell | 53 | 439 | 25.7
Clock buffer | 8 | 110 | 6.45
Inverter | 3 | 11.3 | 0.660
Power and IR drop assume default switching activity.
